<file path="./design.v">
`timescale 1ns / 1ps
module judge(
    input [1:0]memW,
    input [31:0]Aluout,busB,
    input [4:0]rd,
    input mtc0,mfc0,
    input [31:0]badAddr_out,count_out,status_out,cause_out,epc_out, 
    output reg [3:0] data_sram_wen,
    output reg [31:0] data_sram_wdata,
    output  [31:0] data_sram_addr,
    output reg [31:0] badAddr,count,status,cause,epc,except_data,
    output reg[31:0]alu_forward
    );
    assign data_sram_addr=Aluout& 32'h1fffffff;
    reg a,b;
    always @(*)
        begin
            a=0;
            b=0;
            data_sram_wen=0;
            case (memW) 
                2'b01:  
                    begin
                        case (Aluout[1:0])
                            2'b00:
                            begin
                                data_sram_wdata = busB;
                                data_sram_wen = 4'b0001;
                            end 
                            2'b01:
                            begin
                                data_sram_wdata = busB << 8;
                                data_sram_wen = 4'b0010;
                            end
                            2'b10:
                            begin
                                data_sram_wdata = busB << 16;
                                data_sram_wen = 4'b0100;
                            end
                            2'b11:
                            begin
                                data_sram_wdata = busB << 24;
                                data_sram_wen = 4'b1000;
                            end
                        endcase
                    end
                2'b10: 
                    begin
                        case (Aluout[1:0])
                            2'b00:
                            begin
                                data_sram_wdata = busB;
                                data_sram_wen = 4'b0011;
                            end 
                            2'b01:
                            begin
                                data_sram_wdata = busB << 8;
                                data_sram_wen = 4'b0110;
                            end
                            2'b10:
                            begin
                                data_sram_wdata = busB << 16;
                                data_sram_wen = 4'b1100;
                            end
                        endcase
                    end
                2'b11: 
                    begin
                        data_sram_wdata = busB;
                        data_sram_wen = 4'b1111;
                    end
                2'b00:
                    begin
                        data_sram_wdata = 32'b0;
                        data_sram_wen = 4'b0000;
                    end
            endcase
            if(mtc0==1)
                begin
                    case (rd)
                        5'd8: badAddr=busB;
                        5'd9: count=busB;
                        5'd12: status=busB;
                        5'd13: cause=busB;
                        5'd14: epc=busB;
                    endcase
                    a=1;
                end
            else if(mfc0==1)
                begin
                    case (rd)
                        5'd8: except_data=badAddr_out;
                        5'd9: except_data=count_out;
                        5'd12: except_data=status_out;
                        5'd13: except_data=cause_out;
                        5'd14: except_data=epc_out; 
                    endcase
                    alu_forward=except_data;
                end
            else 
                begin
                    alu_forward=Aluout;
                end
        end
endmodule
</file>
<file path="./run.sh">
#!/bin/bash
# OpenROAD 26Q1-2900-gdf79404cd8, Yosys 0.63+post, stock flow scripts
make -C /OpenROAD-flow-scripts/flow DESIGN_CONFIG=/design/flow/config.mk WORK_HOME=/design/flow/orfs finish
</file>
<file path="./config.mk">
export PLATFORM = sky130hd
export DESIGN_NAME = judge
export DESIGN_NICKNAME = judge
export VERILOG_FILES = /design/flow/design.v
export SDC_FILE = /design/flow/constraint.sdc
export NUM_CORES = 4
export LEC_CHECK = 1
export CORE_AREA = 10 10 246 246
export DIE_AREA = 0 0 256 256
</file>
<file path="./constraint.sdc">
current_design judge

set clk_period 2.9
set clk_io_pct 0.2

create_clock -name clk0 -period $clk_period

set non_clock_inputs [all_inputs -no_clocks]
set_input_delay [expr $clk_period * $clk_io_pct] -clock clk0 $non_clock_inputs
set_output_delay [expr $clk_period * $clk_io_pct] -clock clk0 [all_outputs]
</file>
==> CHANGELOG.md <==
### Metrics

- Wire length of the first global-routing pass: 54.9 mm
- Chip area in the Yosys report: 0.00716 sq mm
- Post-synthesis area per instance: ~9.6 sq um
- Worst slew margin relative to its limit: 40.0%
- Drt wl/cell: a little under 20 microns
- Yosys stat cell total: 743
- Total vias in the final route: 7442
- Area contributors post-synth: dlxtn_1 (54%), mux2_2 (7.2%), buf_4 (3.7%)
- LEAKAGE: ~5.4 nW
- Mapped Cells: 743
- Count of buffers from port buffering: 522
- Fillers: 5941
- Diode insertion count for antenna repair: 0
- I/O pin cnt: ~530
- Hold path startpoint: memW[0]
- Total tool warning count: 39
- Remaining number of nets flagged by the antenna check after routing: 0
- Effective utilization at floorplan: 13.0%
- Number of enable flip-flop cells: 0
- Residual overflow from global routing: 0
- Classification of the worst setup path: in -> out
- Share of the synthesized area in the top cell type: between 50% and 60%
- Number of warnings printed during yosys synthesis: 33
- Startpoint of the most critical setup path: Aluout[0]
- Total Wirelength: between 30 and 40 mm
- Number of synthesized register bits: 256
- Die ar.: 0.0655 sq mm
- Register pins left without a clock: 256
- Number of antenna violations at the first check in global routing: 0
- Power Density: 135 mW/mm^2
- Pin count of the biggest net entering global routing: 63
- Share of layout cells above drive strength 1: roughly 8.4%
- Actual slew at the worst max-slew pin: 0.900 ns
- Hold Violations, Final: 0
- Crit path capture type: primary output
- CP required: about 2.3 ns
- Tightest hold margin: 1.95 ns
- Netlist Area Pre-Place: 0.00716 sq mm
- Number of unconstrained endpoints: slightly above 500
- Layout-stage area growth over the synthesis result: 82.8%
- Max cap viols: 0
- Share of flip-flops with an asynchronous set or reset: 0%
- Commonest register cell after synthesis: dlxtn_1
- Sum of internal, switching and leakage power: approximately 1.8 mW
- Maximum clock frequency: roughly 0.36 GHz
- Router iterations before antenna repair: 4
- Rows: 86
- Via/cell ratio: 3.78
- Detailed Place HPWL: 31.9 mm
- Distinct cell type count of the synthesized netlist: a little over 40
- Number of global-route vias before repair: 7990
- Worst setup SP type: input port
- Arrival time at the worst endpoint: 2.22 ns
- Floorplan Core Area: between 0.05 and 0.06 sq mm
- Final clock period utilization by the worst path: 96.5%
- Post-placement setup slack: -0.0878 ns
- Setup-violating endpoint count in the final report: 0
- Unrepaired setup endpoints after global routing: false
- Horiz. Die Dim: 256 microns
- Die boundary height: 256 microns
- Overall track demand over capacity in global routing: 11.0%
- Result of the run: complete, no violations
- Cts hold-fix bufs: 0
- Initial DRC count: 195
- Type of the most critical hold path: in -> out
- Max IR drop VDD: approximately 0.00011 V
- Total DRC errors in the routed layout: 0
- Biggest fanout along the worst timing path: 4
- Cell type with the largest total area after synthesis: dlxtn_1
- Slack of the critical path: 0.101 ns
- Count of final max-slew check failures: 0
- Routability cong.: around 0.88
- Final critical delay including setup and external delays: 2.80 ns
[cells in the mapped netlist, drive strengths merged, types with 9 or more instances]
cell type    n
o21ai       27
clkbuf      19
a22o        16
mux2        46
buf         63
o22ai       31
nor2        43
and2         9
a21oi       24
inv         34
dlxtn      256
a32oi       17
nand2       16
and4        14
nand3       45
a22oi       23
and3b       17
[placed cells by master (no fill, tap or decap), drive strengths merged, types with 2 or more instances in the layout]
master and count:
a21oi 24, a221o 8, a22o 16, a22oi 23, a32oi 17, and2 9, and3b 17, and4 14
buf 37, clkdlybuf4s50 516, conb 3, dlxtn 256, dlymetal6s2s 2, ha 8, inv 34, mux2 46
mux2i 2, nand2 16, nand2b 2, nand3 45, nand3b 3, nand4 2, nor2 43, nor2b 7
nor3b 2, o21ai 27, o22ai 31
[layer usage]
metal	vias up	global-route usage [%]	wire length (microns)
met4	0	1.92	968
met3	30	3.90	3670
met2	449	19.3	17800
met1	3453	12.9	15400
met5	-	0	0
li1	3510	-	-
[worst max-delay path: stages]
cell             delay, ns
clkdlybuf4s50_1       0.48
buf_6                 0.13
inv_1                 0.06
ha_1                  0.20
buf_4                 0.14
a21oi_1               0.16
nor2_1                0.07
clkdlybuf4s50_1       0.41
[final timing paths]
check	slack, ns	depth (start not counted)	to
min	1.95	4	data_sram_wen[2]
max	0.10	8	data_sram_wen[0]
[layout make-up]
cell class	instances	area [sq um]	share of cell area, %
Timing Repair Buffer	556	5470	41.8
Inverter	34	128	0.975
Multi-Input combinational cell	373	2710	20.7
Tap cell	748	936	7.15
Sequential cell	256	3840	29.4
[power breakdown]
group / switching, mW / internal, mW / leakage [nW]
Sequential: 0.0841 / 0.317 / 2.08
Clock: 0 / 0 / 0
Combinational: 0.494 / 0.872 / 3.33
[sequential cells by signal, summed over array words and instances (netlist names)]
register / cells
alu_forward: 32
badAddr: 32
cause: 32
count: 32
data_sram_wdata: 32
epc: 32
except_data: 32
status: 32
[cells by family after synthesis]
logic type      Yosys count  synth area share, %
mux                      48                 7.51
compound gates          150                 15.3
fa+ha+maj                 8                 1.40
latches                 256                 53.6
simple gates            164                 13.2
buf+inv                 116                 8.94
other cells               1               0.0524
[metrics by stage]
stage	std cells	instance area, sq um	util, %	TNS [ns]
2_1_floorplan	745	7170	-	0
3_3_place_gp	1965	13100	23.7	-0.142
3_5_place_dp	1965	13100	23.7	-0.131
4_1_cts	1967	13100	23.7	0
5_1_grt	1967	13100	23.8	0
6_report	1967	13100	23.8	0
[repair_timing]
action	CTS	global route
pin swaps	2	2
setup buffers	2	0
gates cloned	0	0
gates resized	2	3
setup endpoints to repair	2	2
Power is estimated from default activity; no workload was simulated.
