==> flow/design.v <==
`timescale 1ns / 1ps
module BadVAddr(
    input clk,reset,
    input write,
    input [31:0]address,
    output reg [31:0]address_out
    );
    always@(posedge clk)
        begin
            if(reset==1)
                begin
                    address_out<=address;
                end 
            else if(write==1)
                begin
                    address_out<=address;
                end
        end
endmodule
`timescale 1ns / 1ps
module CP0(
    input clk,reset,
    input overflow,
    input keepinstr,
    input mtc0,
    input [31:0]id_pc,
    input [31:0]exe_pc,
    input [31:0]address_in,
    input [31:0]count_in,
    input [31:0]status_in,
    input [31:0]pc_in,
    input [31:0]cause_in,
    output [31:0]bad_address,
    output [31:0]count_out,
    output [31:0]status_out,
    output [31:0]cause_out,
    output reg[31:0]pc_out,
    output [31:0]pc_back,
    output reg if_flush,
    id_flush,
    exe_flush
    );
    reg write_bad,write_cau,write_cou,write_epc,write_sta;
    reg clk_count;
    reg [31:0]reason;
    reg [31:0]status,pc,cause;
    BadVAddr BadVAddr1(clk,reset,write_bad,address_in,bad_address);
    Status Status1(clk,reset,write_sta,status,status_out);
    Count Count1(clk_count,reset,write_cou,count_in,count_out);
    epc epc1(clk,reset,write_epc,pc,pc_back);
    cause cause1(clk,reset,write_cau,cause,cause_out);
    initial 
        begin
            clk_count=0;
        end
    always @(posedge clk)
        begin
            clk_count=~clk_count;
        end
    always @(*)
        begin
            pc_out=0;
            id_flush=0;
            exe_flush=0;
            if_flush=0;
            write_bad=0;
            write_cau=0;
            write_cou=0;
            write_epc=0;
            write_sta=0;
            if(overflow|keepinstr==1)
                begin
                    pc_out=32'h0xBFC00380;
                    id_flush=1;
                    exe_flush=1;
                    if_flush=1;
                    reason[31:0]=32'b0;
                    if(overflow==1)
                        begin
                            status=0;
                            status[22]=1;
                            status[1]=1;         
                            reason[6:2]=5'h0x0c;
                            pc=exe_pc;
                            cause=reason;
                            write_cau=1;
                            write_epc=1;
                            write_sta=1;
                        end
                    else if(keepinstr==1)
                        begin
                            status=0;
                            status[22]=1;
                            status[1]=1; 
                            reason[6:2]=5'h0x0a;
                            pc=id_pc;
                            cause=reason;
                            write_cau=1;
                            write_epc=1;
                            write_sta=1;
                        end
                end
             else if(mtc0==1)
                begin
                    status=status_in;
                    pc=pc_in;
                    cause=cause_in;
                    write_bad=1;
                    write_cau=1;
                    write_cou=1;
                    write_epc=1;
                    write_sta=1;
                end   
        end
endmodule
`timescale 1ns / 1ps
module Count(
    input clk,reset,
    input write,
    input conut_in,
    output reg [31:0]count
    );
    always@(posedge clk)
        begin
            if(reset==1)
                begin
                    count<=0;
                end
            else if(write==1)
                begin
                    count<=conut_in;
                end
            else
                begin   
                    count<=count+1;    
                end 
        end
    initial
        begin
            count=0;
        end
endmodule
`timescale 1ns / 1ps
module Status(
    input clk,reset,
    input write,
    input [31:0]status,
    output reg [31:0]status_out
    );
    always@(posedge clk)
        begin
            if(reset==1)
                begin
                    status_out<=0;
                end 
            else if(write==1)
                begin
                    status_out<=status;
                end
        end
endmodule
`timescale 1ns / 1ps
module cause(
    input clk,reset,
    input write,
    input [31:0]reason,
    output reg [31:0]reason_out
    );
    always @(posedge clk)
        begin
            if(reset==1)
                reason_out<=0;
            else if(write==1)
                begin
                    reason_out<=reason;
                end 
        end
endmodule
`timescale 1ns / 1ps
module epc(
    input clk,reset,write,
    input [31:0]pc,
    output reg [31:0]pc_out
    );
    always @(posedge clk)
        begin
            if(reset==1)
                begin
                    pc_out<=0;
                end
            else if(write==1)
                begin
                   pc_out<=pc; 
                end
        end
endmodule
==> flow/run.sh <==
#!/bin/bash
# OpenROAD 26Q1-2900-gdf79404cd8, Yosys 0.63+post, stock flow scripts
make -C /OpenROAD-flow-scripts/flow DESIGN_CONFIG=/design/flow/config.mk WORK_HOME=/design/flow/orfs finish
==> flow/config.mk <==
export PLATFORM = sky130hd
export DESIGN_NAME = CP0
export DESIGN_NICKNAME = CP0
export VERILOG_FILES = /design/flow/design.v
export SDC_FILE = /design/flow/constraint.sdc
export NUM_CORES = 4
export LEC_CHECK = 1
export CORE_AREA = 10 10 251 251
export DIE_AREA = 0 0 261 261
==> flow/constraint.sdc <==
current_design CP0

set clk_period 10.2
set clk_io_pct 0.2

create_clock -name clk0 -period $clk_period [get_ports {clk}]

set non_clock_inputs [all_inputs -no_clocks]
set_input_delay [expr $clk_period * $clk_io_pct] -clock clk0 $non_clock_inputs
set_output_delay [expr $clk_period * $clk_io_pct] -clock clk0 [all_outputs]
==> ci_impl_report.md <==
### Flow metrics

| Metric | Value |
|---|---|
| Die Y | `261 um` |
| Initial antenna violation count | `9` |
| Flops after synth | `about 260` |
| WS Path Type | `in2out` |
| Outcome | `complete, no violations` |
| DRC | `0` |
| Grt ovf | `0` |
| Finished Core Util | `0.234` |
| Total Routing Usage GR | `0.0870` |
| Worst r2r dst | `cause1.reason_out[11]` |
| Worst vdd ir | `0.000126 V` |
| Post-synth EDFFs | `32` |
| 1st-iter DRT viols | `242` |
| RSZ-0062 raised after global routing | `false` |
| Drt first pass iters | `4` |
| Met2 usage | `0.133` |
| Layout cells sized above 1 | `0.0384` |
| Syn_area_per_cell | `roughly 9.1 um^2` |
| Fp util | `0.148` |
| Total Routed Length | `approximately 30000 um` |
| CTS tree | `yes` |
| Reg clk slew, reported paths | `70 ps` |
| Worst r2r src | `cause1.reason_out[11]` |
| CP required | `a little over 8000 ps` |
| Crit Path Max Fanout | `39` |
| Synthesis warning total | `7` |
| R2R setup slack | `9540 ps` |
| Worst Max-Slew Pin Slew | `about 710 ps` |
| Worst Setup EP | `pc_out[9]` |
| First-pass GRT wire length | `45200 um` |
| Max Cap Violations | `0` |
| Die area | `between 60000 and 70000 um^2` |
| PwrDens | `approximately 100 nW/um^2` |
| Most Crowded Layer GR | `met2` |
| ANT nets after route | `0` |
| R2R cell count | `2` |
| Number of unconstrained endpoints | `about 160` |
| Worst Min Path Start | `clk_count` |
| Port Buffers | `372` |
| Crit path time final | `5660 ps` |
| Cts-stage hold buffer count | `0` |
| CTS H-Tree Depth | `4` |
| Placed insts | `roughly 2000` |
| Die x size | `~260 um` |
| Register pins left without a clock | `about 130` |
| Core Area | `between 50000 and 60000 um^2` |
| TritonCTS Buffers | `17` |
| Cell area leaders | `dfxtp_1 (30%), dlxtn_1 (17%), edfxtp_1 (11%), nand2_1 (10%), a21oi_1 (6.8%)` |
| Hold depth | `1` |
| Slew headroom | `0.526` |
| CTS root buf | `clkbuf_16` |
| Max Fclk | `approximately 180 MHz` |
| Post-CTS setup buffers | `0` |
| CP startpoint | `keepinstr` |
| Mapped Area | `between 8000 and 9000 um^2` |
| Critical path endpoint category | `output pin` |
| Period utilization | `0.555` |
| # setup viols final | `0` |
| Area Overhead vs Synth | `57.7%` |
| Wire per inst | `14.8 um` |
| Area leader, netlist | `dfxtp_1` |
| Worst setup SP type | `input pin` |
| Commonest flop | `dfxtp_1` |
| Tool warnings | `~56` |
| Vias in the first global route | `roughly 7400` |
| M3 GR Usage | `0.0502` |
| Post-synth ARST share | `0` |
| Layout Cells excl Fill | `2042` |
| Via count | `roughly 7400` |
| Largest net degree at the start of global routing | `around 73` |
| HP Class | `reg2reg` |
| Leakage | `between 0.004 and 0.005 uW` |
| Yosys cell count | `936` |
| Distinct lib cells | `32` |
| GPL Wtd Cong | `approximately 0.80` |
| M1 GR Usage | `0.110` |
| Vias per cell | `roughly 3.6` |
| Resized Gates After CTS | `0` |
| Final Hold Viols | `0` |
| Critical path arrival | `around 3600 ps` |
| HPWL Detailed | `roughly 23000 um` |
| Yosys Chip Area | `8530 um^2` |
| Number of placement rows | `just under 90` |
| Top-area cell share | `0.303` |
| Worst-skew pair later-pin latency | `roughly 460 ps` |
| Clock Skew | `0 ps` |
| Hold Slack | `approximately 380 ps` |
| TNS Setup | `0 ps` |
| Max Root-Sink Buffers | `2` |
| Ports | `424` |
| Gate Count Post-Synth | `approximately 940` |
| Max-slew violation count | `0` |
==> power breakdown <==
part,leakage (uW),switching [uW],total (uW),internal [uW]
combinational,0.00257,68.9,192,123
clock,0.000284,276,641,366
sequential,0.00213,9.00,573,564
total,0.00498,354,1410,1050
==> routing by layer <==
metal,share of wire,vias to the layer above
li1,-,3718
met1,0.42,3359
met2,0.43,310
met3,0.13,28
met4,0.0092,12
met5,0.0027,-
==> worst min-delay path by stage <==
stage | end | slack, ps
4_1_cts | clk_count | 380
5_1_grt | clk_count | 390
6_report | clk_count | 380
==> sequential cells by signal, indices dropped and copies added, names as in the netlist <==
signal / flops
BadVAddr1.address_out: 32
Count1.count: 32
pc: 32
epc1.pc_out: 32
cause: 32
status: 32
clk_count: 1
Status1.status_out: 32
cause1.reason_out: 32
==> final cells by class <==
cell class / instances / area [um^2]
Inverter: 7 / 31.3
Multi-Input combinational cell: 598 / 3090
Fill cell: 6075 / 44100
Clock inverter: 15 / 175
Tap cell: 765 / 957
Timing Repair Buffer: 382 / 3790
Sequential cell: 257 / 4980
Clock buffer: 17 / 425
Antenna cell: 1 / 2.50
==> logic make-up (layout without fill, tap and decap cells) <==
group           count (synthesis)  count (layout)  share of synthesized area
other cells                     1              21                   0.000440
mux                            32              32                     0.0375
latches                        96              96                      0.169
flops                         161             161                      0.415
compound gates                170             170                      0.105
simple gates                  364             364                      0.197
xor+xnor                       11              11                     0.0113
buf+inv                       100             421                     0.0629
fa+ha+maj                       1               1                    0.00147
==> critical path: stages <==
cell             delay, ps
buf_2                   70
buf_4                  540
nor2_4                  70
inv_1                  300
clkdlybuf4s50_1        550
==> Yosys cell counts, types with 13 or more instances <==
library cell / number
mux2i_1: 32
dlxtn_1: 96
clkbuf_1: 36
buf_4: 35
dfxtp_1: 129
edfxtp_1: 32
nor2_1: 16
a21oi_1: 116
o31ai_1: 13
nand2_1: 235
or4_1: 13
and2_1: 62
buf_2: 18
o21ai_0: 37
==> placed cells by master, fill, tap and decap left out, types with 5 or more instances in the layout <==
master and instances:
clkdlybuf4s50_1 369, nand2_1 235, dfxtp_1 129, a21oi_1 116, dlxtn_1 96, and2_1 62
o21ai_0 37, edfxtp_1 32, mux2i_1 32, conb_1 20, clkbuf_16 17, nor2_1 15
o31ai_1 13, or4_1 13, buf_4 11, nand4_1 10, nand3_1 9, or3_1 8
xor2_1 8, inv_6 6, and4_1 6, inv_1 5
==> stage by stage <==
stage | worst slack, ps | power (uW) | instance area (um^2)
2_1_floorplan | 5080 | 642 | 8600
3_3_place_gp | 4580 | 781 | 12900
3_5_place_dp | 4520 | 782 | 12900
4_1_cts | 4530 | 1450 | 13500
5_1_grt | 4400 | 1480 | 13500
6_report | 4540 | 1410 | 13500
Power figures rest on the tool's default switching activity, not on a simulated workload.
