File: ./config.mk
export PLATFORM = sky130hd
export DESIGN_NAME = id
export DESIGN_NICKNAME = id
export VERILOG_FILES = /design/flow/design.v
export SDC_FILE = /design/flow/constraint.sdc
export NUM_CORES = 4
export LEC_CHECK = 1
export CORE_UTILIZATION = 40
File: ./constraint.sdc
current_design id

set clk_period 41.9
set clk_io_pct 0.2

create_clock -name clk0 -period $clk_period [get_ports {clk}]

set non_clock_inputs [all_inputs -no_clocks]
set_input_delay [expr $clk_period * $clk_io_pct] -clock clk0 $non_clock_inputs
set_output_delay [expr $clk_period * $clk_io_pct] -clock clk0 [all_outputs]
File: ./design.v
`timescale 1ns / 1ps
module control(
    input clk,ctrl, 
    input [5:0] op,
    input [5:0] func,
    input [31:0]instruction,
    output reg 
    RegDst,
    Branch,
    MemtoReg,
    Alusrc1, 
    Alusrc2, 
    RegWrite,
    output reg[1:0] Jump, 
    output reg Extop,
    keep,
    output reg [1:0] MemWrite,  
    output reg [2:0] MemRead, 
    output reg [4:0] ALUctr,
    output mtc0,mfc0,mfhi,mflo);
    wire R, addi, addiu, slti, sltiu, andi, ori, lui, xori, beq, bne, bgez, bgtz, blez, bltz, lb, lbu, lh, lhu, lw, sb, sh, sw,jal,nop;
    assign mtc0 = (op == 6'b010000 && instruction[25:21] == 5'b00100) ? 1 : 0;
    assign mfc0 = (op == 6'b010000 && instruction[25:21] == 5'b00000) ? 1 : 0;
    assign mfhi = (instruction[31:16]==16'b0 && instruction[10:6]==5'b0 && func == 5'b010000) ? 1 : 0;
    assign mflo = (instruction[31:16]==16'b0 && instruction[10:6]==5'b0 && func == 5'b010010) ? 1 : 0;
    assign R = (op == 6'b000000) ? 1 : 0;
    assign addi = (op == 6'b001000) ? 1 : 0;
    assign addiu = (op == 6'b001001) ? 1 : 0;
    assign slti = (op == 6'b001010) ? 1 : 0;
    assign sltiu = (op == 6'b001011) ? 1 : 0;
    assign andi = (op == 6'b001100) ? 1 : 0;
    assign ori = (op == 6'b001101) ? 1 : 0;
    assign lui = (op == 6'b001111) ? 1 : 0;
    assign xori = (op == 6'b001110) ? 1 : 0;
    assign beq = (op == 6'b000100) ? 1 : 0;
    assign bne = (op == 6'b000101) ? 1 : 0;
    assign bgez = (op == 6'b000001 && instruction[20:16] == 5'b00001) ? 1 : 0;
    assign bgtz = (op == 6'b000111) ? 1 : 0;
    assign blez = (op == 6'b000110) ? 1 : 0;
    assign bltz = (op == 6'b000001 && instruction[20:16] == 5'b00000) ? 1 : 0;
    assign lb = (op == 6'b100000) ? 1 : 0;
    assign lbu = (op == 6'b100100) ? 1 : 0;
    assign lh = (op == 6'b100001) ? 1 : 0;
    assign lhu = (op == 6'b100101) ? 1 : 0;
    assign lw = (op == 6'b100011) ? 1 : 0;
    assign sb = (op == 6'b101000) ? 1 : 0;
    assign sh = (op == 6'b101001) ? 1 : 0;
    assign sw = (op == 6'b101011) ? 1 : 0;
    assign jal = (op == 6'b000011) ? 1 : 0;
    assign nop =(instruction==0)? 1:0;
    always @(posedge clk)
        begin
            if(R|addi|addiu|slti|sltiu|andi|ori|lui|xori|beq|bne|bgez|bgtz|blez|bltz|lb|lbu|lh|lhu|lw|sb|sh|sw|nop|jal|mtc0|mfc0|mfhi|mflo==1)
                begin
                    keep=0;
                end  
            else if(ctrl == 0)
                keep=1;
        end
    always @(*)
        begin
            if(ctrl==1|nop==1)
                begin
                    RegDst=0;
                    Branch=0;
                    MemtoReg=0;
                    Alusrc1=0;
                    Alusrc2=0;
                    MemWrite=2'b00;
                    MemRead=3'b000;
                    RegWrite=0;
                    Jump=2'b00;
                    Extop=0;
                end
            else
                begin
                    RegDst = R;
                    Branch = beq | bne | bgez | bgtz | blez | bltz;
                    MemtoReg = lb | lbu | lh | lhu| lw;
                    Alusrc1 = (R == 1) && (func==6'b000000 || func[5:1]==5'b00001);
                    Alusrc2 = MemtoReg | sb | sh | sw | addi | addiu | slti | sltiu | andi | ori | lui | xori;
                    if(lb == 1)
                        MemRead = 3'b001;
                    else if(lbu == 1)
                        MemRead = 3'b101;
                    else if(lh == 1)
                        MemRead = 3'b010;
                    else if(lhu == 1)
                        MemRead = 3'b110;
                    else if(lw == 1)
                        MemRead = 3'b011;
                    else MemRead = 3'b000;
                    if(sb == 1)
                        MemWrite = 2'b01;
                    else if(sh == 1)
                        MemWrite = 2'b10;
                    else if(sw == 1)
                        MemWrite = 2'b11;
                    else MemWrite = 2'b00;
                    RegWrite = R | addi | addiu | slti | sltiu | andi | ori | lui | xori | MemtoReg | jal | mfc0 | mfhi | mflo;
                    if(op == 6'b000010) 
                        Jump = 2'b01;
                    else if(op == 6'b000000 && func == 6'b001000) 
                        Jump = 2'b10;
                    else if(op == 6'b000011) 
                        Jump = 2'b11;
                    else Jump = 2'b00;
                    Extop = addi | addiu | slti | sltiu | MemtoReg | sb | sh | sw | Branch;
                end
        end
    always @(*)
    begin
        if(Jump==2'b10)
            ALUctr = 5'b0;
        else if(mfhi==1 || mflo==1)
            ALUctr = 5'b01000; 
        else if(R)
            ALUctr = {func[5], func[3:0]}; 
        else
            begin
                case (op)
                    6'b001000 : ALUctr = 5'b10000;
                    6'b001001 : ALUctr = 5'b10001;
                    6'b001010 : ALUctr = 5'b11010;
                    6'b001011 : ALUctr = 5'b11011;
                    6'b001100 : ALUctr = 5'b10100;
                    6'b001101 : ALUctr = 5'b10101;
                    6'b001111 : ALUctr = 5'b11000;
                    6'b001110 : ALUctr = 5'b10110;
                    6'b000100 : ALUctr = 5'b10011;
                    6'b100000 : ALUctr = 5'b10001;
                    6'b100100 : ALUctr = 5'b10001;
                    6'b100101 : ALUctr = 5'b10001;
                    6'b100001 : ALUctr = 5'b10001;
                    6'b100011 : ALUctr = 5'b10001;
                    6'b101000 : ALUctr = 5'b10001;
                    6'b101001 : ALUctr = 5'b10001;
                    6'b101011 : ALUctr = 5'b10001;
                    6'b000011 : ALUctr = 5'b01000;
                    default: ALUctr = 0;
                endcase
            end
    end
endmodule
`timescale 1ns / 1ps
module forward_id(
    input [4:0]rs_id,
    rt_id,
    rd_exe,
    rd_mem,
    input RegWrite_exe,
    RegWrite_mem,
    input [2:0]MemRead_mem,
    output reg [1:0]hd_rs,hd_rt
    );
    reg a,b;
    always @(*)
        begin
            a=0;
            b=0;
            hd_rs=0;
            hd_rt=0;
            if(RegWrite_exe==1&&(rd_exe==rt_id||rd_exe==rs_id)) 
                begin
                    if(rs_id==rd_exe)
                        begin
                            hd_rs=2'b01;
                            a=1;
                        end
                    if(rt_id==rd_exe)
                        begin
                            hd_rt=2'b01;
                            b=1;
                        end             
                end
            if((MemRead_mem!=3'b000)&&RegWrite_mem==1) 
                begin
                    if(rd_mem==rs_id&&a==0)
                        begin
                           hd_rs=2'b11; 
                           a=1;
                        end
                    if(rd_mem==rt_id&&b==0)
                        begin
                            hd_rt=2'b11;
                            b=1;
                        end   
                end
            if(RegWrite_mem==1&&(rd_mem==rt_id||rd_mem==rs_id)) 
                begin   
                    if(rd_mem==rs_id&&a==0)
                        begin
                            hd_rs=2'b10;
                            a=1;
                        end
                    if(rd_mem==rt_id&&b==0)
                        begin
                            hd_rt=2'b10;
                            b=1;
                        end
                end
        end
endmodule
`timescale 1ns / 1ps
module id(
    input clk,reset,ctrl,id_lw,id_lw_exe,
    input [31:0]pc,pc_4,instruction,
    input [31:0]Aluout_exe,Aluout_mem,Rdata_mem,data_wb,
    input [4:0]rd_exe,rd_mem,rd_wb,
    input  
    RegWrite_exe,
    RegWrite_mem,
    RegWrite_wb,
    input [2:0] MemRead_mem,
    output  RegDst,
    Branch,
    MemtoReg,
    Alusrc1,
    Alusrc2,
    RegWrite,
    output [1:0]Jump,
    output keep,
    output [1:0]MemWrite,
    output [2:0]MemRead,
    output [4:0]Aluctr,
    output [4:0]rs,rt,rd,
    output [31:0]immi_1, immi_2,
    output reg [31:0]out1,out2,
    output [31:0]pc_4_out,
    output mtc0,mfc0
    );
    wire [1:0]hd_rs,hd_rt;
    wire [31:0]busA,busB;
    wire mfhi, mflo;
    control control1(clk,ctrl,
    instruction[31:26],
    instruction[5:0],
    instruction,
    RegDst,
    Branch,
    MemtoReg,
    Alusrc1,
    Alusrc2,
    RegWrite,
    Jump,
    Extop,
    keep,
    MemWrite,
    MemRead,
    Aluctr,
    mtc0,mfc0,mfhi,mflo);
    assign rs=instruction[25:21];
    assign rt=(Jump==2'b11)?5'b11111:instruction[20:16];
    assign rd=instruction[15:11];
    assign pc_4_out=pc_4;
    forward_id forward_id1(rs,rt,rd_exe,rd_mem,
    RegWrite_exe,
    RegWrite_mem,
    MemRead_mem,
    hd_rs,hd_rt);
    regfile regfile1(clk,RegWrite_wb,rs,rt,rd_wb,data_wb,busA,busB);
    assign immi_1 = {{27{1'b0}},instruction[10:6]};
    signext signext1(instruction[15:0],Extop,immi_2);
    always @(*)
        begin
            if(Jump==2'b11) 
                begin
                    out1=pc+8;
                    out2=32'b0;
                end
            else if(mfhi==1 || mflo==1) 
                begin
                    out1=32'b0;
                    out2=32'b0;
                end
            else if(id_lw==1)
                begin
                    if(hd_rs==2'b11)
                        out1=Rdata_mem;
                    if(hd_rt==2'b11)
                        out2=Rdata_mem;
                end
            else if(id_lw_exe==0)
                begin
                    if(hd_rs==2'b01)
                        out1=Aluout_exe;
                    else if(hd_rs==2'b10)
                        out1=Aluout_mem;
                    else if(hd_rs==2'b11)
                        out1=Rdata_mem;
                    else if(hd_rs==2'b00)
                        out1=busA;
                    if(hd_rt==2'b00)
                        out2=busB;
                    else if(hd_rt==2'b01)
                        out2=Aluout_exe;
                    else if(hd_rt==2'b10)
                        out2=Aluout_mem;
                    else if(hd_rt==2'b11)
                        out2=Rdata_mem;
                end
        end
endmodule
`timescale 1ns / 1ps
module regfile(
    input clk,we,
    input [4:0] rs,rt,rd,
    input [31:0]wd,
    output   [31:0] busA,busB
    );
    reg[31:0]rf[31:0];  
    reg [5:0]i;
    always @(negedge clk)
    begin
        if(we) rf[rd]<=wd;
    end 
    assign   busA=(rs!=0)?rf[rs]:0;
    assign   busB=(rt!=0)?rf[rt]:0;
    initial 
        begin
            for(i=0;i<32;i=i+1)
                begin
                    rf[i]=32'b0;
                end
        end
endmodule
`timescale 1ns / 1ps
module signext # (parameter width=16)
(
    input [width-1:0]a,
    input f,
    output [31:0]y
    );
    assign y=(f==1)?{{32-width{a[width-1]}},a}:{{32-width{1'b0}},a};
endmodule
File: ./run.sh
#!/bin/bash
# OpenROAD 26Q1-2900-gdf79404cd8, Yosys 0.63+post, stock flow scripts
make -C /OpenROAD-flow-scripts/flow DESIGN_CONFIG=/design/flow/config.mk WORK_HOME=/design/flow/orfs finish
==> Slide: Implementation Results <==
Key Metrics from the Run

Cells and area
  • Final Util: 50.1%
  • Area growth from synthesis to layout: 24.0%
  • Fillers: 11,100
  • Fraction of layout cells with a size suffix above 1: 18.1%
  • Most frequently placed logic cells in the final layout: inv_1, edfxtp_1, clkdlybuf4s50_1, mux4_2, nor2_1
  • Flop area: 0.0317 sq mm
  • Dominant logic cell type in the layout: inv_1
  • Logic area: 0.0205 sq mm

Power and ir drop
  • PD cells: 42.5 mW/mm^2
  • VDD IR max: 0.0320 mV
  • Pleak: 0.0257 uW
  • Overall power: 2850 uW

Final timing
  • Register pins left without a clock: 64
  • Layout Skew: 0 ns
  • Hold Vio Cnt, Final: 0
  • Setup WS post-layout: 10.25 ns
  • Hold slack: 0.580 ns
  • Setup violations, final: 0
  • Max-slew headroom: 25.0%
  • Slew Viols, Final: 0
  • Endpoints left unconstrained: 128
  • Worst slew pin tran: 1.12 ns
  • RSZ-0062 raised after global routing: false
  • Setup tns final: 0 ns

Global route
  • Vias in the first global route: 44,900
  • GR Overflow Total: 0
  • Initial antenna violation count: 16
  • GRT Total Usage: 32.6%
  • First-pass GRT wire length: 292 mm
  • Largest net degree at the start of global routing: 104

Clock tree
  • Clock slew at reported path FFs: 0.07 ns
  • Max clock buf depth: 3
  • CTS buffer count: 105
  • Postcts setup bufs: 0
  • H-tree levels: 3
  • CTS tree: built
  • Post-cts resize count: 0
  • Clk latency of the worst-skew pair: 0.71 ns
  • CTS root buf: clkbuf_16
  • Cts hold-fix bufs: 0

Drt
  • Post-DRT Antenna Nets: 0
  • Vias: 41,300
  • DR iter-0 viols: 3,029
  • # DRC: 0
  • WL final: 205 mm
  • Vias/cell: 5.98
  • DR WL/cell: 29.7 microns
  • DR pass1 iterations: 31

Yosys
  • Synth area leader: edfxtp_1
  • Yosys stat area: 0.0540 sq mm
  • Yosys cell count: 3,789
  • Synth top area share: 56.9%
  • Syn Inst Count: 3,789
  • Registers, synthesis: 1,089
  • Number of enable flip-flop cells: 1,024
  • Synth Flop Type: edfxtp_1
  • Async S/R FF share, synth: 0%
  • Synth Area per Inst: 14.3 sq um
  • Area contributors post-synth: edfxtp_1, mux4_2, mux2_2
  • Post-synth cell types: 80
  • Yosys warnings: 5
  • Mapped cell area: 0.0540 sq mm

Floorplan
  • Core ar.: 0.134 sq mm
  • Row cnt: 134
  • Core Util at FP: 40.4%
  • Ports: 446
  • Die area: 0.137 sq mm
  • Die Ht: 370 microns
  • Die X: 370 microns

Worst setup path
  • Crit path arrival time: 11.04 ns
  • Crit Path Max Fanout: 18
  • Startpoint types: primary input
  • CP Capture Type: register
  • CP Class: primary input to register
  • Critical-path top delay cell: clkdlybuf4s50_1
  • Crit path cell chain: clkdlybuf4s50_1, or3b_2, nor2_4, buf_4
  • Crit path largest cell delay: 0.73 ns
  • CP required: 21.29 ns

Min path
  • Hold/Removal Path Class: register to register

Status
  • Status: complete, no violations

Placement
  • Pre-CTS setup slack: 9.58 ns
  • Final Wtd Congestion: 0.980
  • Port Buffers: 353
  • DP Wirelength: 125 mm

Job
  • Log Warnings: 1,031
  • Maxcap violations: 0
[layer usage]
metal	global-route usage, %	vias up	share of wire [%]	routed length (microns)
li1	-	17800	-	-
met4	15.8	41	4.8	9920
met5	5.88	-	0.52	1060
met2	44.5	3209	44	90900
met1	34.2	19600	31	63300
met3	28.6	561	20	40000
[flip-flops by register name, summed over array words and instances (netlist names)]
signal	flops
control1.keep	1
out1	32
out2	32
regfile1.rf	1024
[report_power, final]
part / total (uW) / switching, uW / leakage, uW / internal (uW)
clock network: 1380 / 649 / 0.00730 / 732
logic: 301 / 181 / 0.00864 / 120
registers: 1170 / 6.85 / 0.00975 / 1160
total: 2850 / 838 / 0.0257 / 2010
[worst max-delay path: cells and delay by family]
kind / cells / cell delay [ns]
buffers and inverters: 2 / 1.27
AND/OR/NAND/NOR: 2 / 1.35
[synthesized netlist by cell type (all sizes together) (15+ instances only)]
| library cell | instances |
|---|---|
| o211ai | 22 |
| nand2 | 106 |
| mux2i | 111 |
| mux2 | 169 |
| o2bb2ai | 41 |
| clkbuf | 210 |
| nand3 | 30 |
| a221oi | 58 |
| edfxtp | 1024 |
| nor3 | 70 |
| nor2 | 293 |
| inv | 36 |
| a22oi | 23 |
| o21ai | 256 |
| a21oi | 149 |
| a211oi | 49 |
| o32ai | 15 |
| nor2b | 17 |
| xor2 | 20 |
| buf | 220 |
| o22ai | 127 |
| nor4 | 15 |
| a31oi | 24 |
| xnor2 | 23 |
| mux4 | 323 |
| dlxtn | 64 |
| o221ai | 65 |
| a221o | 16 |
[through the flow]
step	instance area, sq um	std cells
2_1_floorplan	54100	3815
3_3_place_gp	59400	5670
3_5_place_dp	59400	5670
4_1_cts	67000	6892
5_1_grt	67000	6894
6_report	67000	6901
[logic make-up (layout without fill, tap and decap cells)]
family / Yosys count / in the layout / share of synthesized area [%]
flip-flops: 1025 / 1025 / 56.9
latches: 64 / 64 / 1.78
buffers and inverters: 468 / 1777 / 4.15
multiplexers: 603 / 603 / 19.0
AND/OR/NAND/NOR: 612 / 612 / 5.14
AND-OR/OR-AND: 972 / 972 / 12.2
other: 1 / 36 / 0.00694
XOR/XNOR: 43 / 43 / 0.697
adder cells (fa/ha/maj): 1 / 1 / 0.0232
[final cells by class]
class	instances	share of cell area, %
clock inverter	1116	7.34
timing repair buffer	517	7.17
antenna	9	0.0336
inverter	37	0.213
tap	1768	3.30
multi-input combinational	2258	30.6
clock buffer	107	4.00
sequential	1089	47.3
[worst paths after layout]
path                 start            endpoint  slack, ns  depth (start not counted)
max               rd_wb[4]  regfile1.rf[19][6]      10.25                          4
min          control1.keep       control1.keep       0.58                          2
max reg2reg  control1.keep       control1.keep      41.21                          2
min reg2reg  control1.keep       control1.keep       0.58                          2
No activity file was given, so power comes from the tool's default toggle rates.
